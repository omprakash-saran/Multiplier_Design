==> /design/flow/design.v <==
`timescale 1ns / 1ps
module array_multiplier(
    input [15:0] A,    
    input [15:0] B,   
    output [31:0] Product    
);
    wire [15:0] pp [0:15];
    wire [31:0] p_shifted [0:15];
    genvar i, j;
    generate
        for (i = 0; i < 16; i = i + 1) begin : pp_gen
            for (j = 0; j < 16; j = j + 1) begin : pp_bits
                assign pp[i][j] = A[j] & B[i];
            end
        end
    endgenerate
    generate
        for (i = 0; i < 16; i = i + 1) begin : pp_shift_gen
            assign p_shifted[i] = {16'b0, pp[i]} << i;
        end
    endgenerate
    wire [31:0] sum [0:15];
    assign sum[0] = p_shifted[0];
    generate
        for (i = 1; i < 16; i = i + 1) begin : adder_chain
            ripple_carry_adder_32bit adder_inst (
                .a(sum[i-1]),
                .b(p_shifted[i]),
                .cin(1'b0),
                .sum(sum[i]),
                .cout() 
            );
        end
    endgenerate
    assign Product = sum[15];
endmodule
module RCA_32bit (
    input [31:0] a,
    input [31:0] b,
    input cin,
    output [31:0] sum,
    output cout
);
    wire [32:0] carry;
    assign carry[0] = cin;
    genvar i;
    generate
        for (i = 0; i < 32; i = i + 1) begin : bit_adder
            full_adder fa (
                .a(a[i]),
                .b(b[i]),
                .cin(carry[i]),
                .s(sum[i]),
                .cout(carry[i+1])
            );
        end
    endgenerate
    assign cout = carry[32];
endmodule
module full_adder (
    input a, b, cin,
    output s, cout
);
    assign s = a ^ b ^ cin;
    assign cout = (a & b) | (a & cin) | (b & cin);
endmodule
==> /design/flow/run.sh <==
#!/bin/bash
# OpenROAD 26Q1-2900-gdf79404cd8, Yosys 0.63+post, stock flow scripts
make -C /OpenROAD-flow-scripts/flow DESIGN_CONFIG=/design/flow/config.mk WORK_HOME=/design/flow/orfs finish
==> /design/flow/config.mk <==
export PLATFORM = sky130hd
export DESIGN_NAME = RCA_32bit
export DESIGN_NICKNAME = RCA_32bit
export VERILOG_FILES = /design/flow/design.v
export SDC_FILE = /design/flow/constraint.sdc
export NUM_CORES = 4
export LEC_CHECK = 1
export CORE_AREA = 10 10 91 91
export DIE_AREA = 0 0 101 101
==> /design/flow/constraint.sdc <==
current_design RCA_32bit

set clk_period 9.7
set clk_io_pct 0.2

create_clock -name clk0 -period $clk_period

set non_clock_inputs [all_inputs -no_clocks]
set_input_delay [expr $clk_period * $clk_io_pct] -clock clk0 $non_clock_inputs
set_output_delay [expr $clk_period * $clk_io_pct] -clock clk0 [all_outputs]
==> out/metrics.yaml <==
critical_path:
  crit_path_start_kind: "primary input"
  crit_start: "a[0]"
  cpMostUsedCell: "fa_2"
  cp_max_fo: 1
  critPathArrivalTime_ns: 13.30
  path_class: "primary input to output port"
  cp.required_ns: 7.76
  path_delay_family: "adder cells"
  cpPeakStageDelay_ns: 0.40
  worst-path-stages: 38
  crit_buf_inv: 6
  cp-end-kind: "output port"
  worstSetupEndpoint: "cout"
  crit_slowest_cell: "clkdlybuf4s50_1"
final_timing:
  postLayoutSetupSlackWorst_ns: -5.54
  tns_ns: -52.25
  slew_headroom_pct: 92.8
  fin_crit_ns: 15.24
  setup_viol: 17
  hold_violations: 0
  finalCritPeriodShare_pct: 157
  maxSlewViolCount: 0
  rsz0062_at_grt: "yes"
  tightest_slew_ns: 0.107
  max_freq_mhz: 65.6
floorplanning:
  pin_count: 98
  die_w_um: 101
  die_h_um: 101
  num_rows: 29
  die-area_mm2: 0.0102
  fp-utilization_pct: 14.5
  core-area_mm2: 0.00635
clocking:
  hold_buffers: 0
yosys:
  ys_seq_share_pct: 0
  logic_family: "adder cells"
  compound_area_share_pct: 0
  xor_area_share_pct: 0
  synth_cell_type_count: 3
  avgSynthCellArea_um2: 12.4
  ys_area_um2: 918
  synth-adder-area-share_pct: 69.8
  ys_sh_simple_pct: 0
  ys_sh_mux_pct: 0
  ys_cells: 74
  ys_warn_count: 0
  synth_area_um2: 918
  synthCells: 74
grt:
  gr-usage-all-layers_pct: 4.95
  grt_antenna_before_repair: 0
  grt_pass1_wl_um: 4130
  grt_util_met1_pct: 7.01
  met2_usage_pct: 6.04
  grt_pass1_vias: 827
  grt_overflow_total: 0
  grt_use_met3_pct: 4.02
  grt_max_degree: 2
  top_usage_layer: "met1"
cells_and_area:
  final_layout_top_logic_cells: "clkdlybuf4s50_1 (75), fa_2 (31), buf_2 (18)"
  combGateArea_um2: 718
  seq_area_um2: 0
  lay_top_count: "clkdlybuf4s50_1"
  flops: 0
  drive_above_1_share_pct: 40.0
  fin_area_mm2: 0.00176
  fillers: 656
  syn2layout_area_growth_pct: 92.0
  clockBufferCount: 0
flow_run:
  tool_warnings: 35
  drv_cap: 0
detailed_routing:
  drtIter0Drc: 0
  avgViaCountPerCell: 3.15
  postRouteAntennaNets: 0
  wirelength_um: 2570
  wire_per_inst_um: 11.8
  dr.pass1.iters: 1
  diodes: 0
  vias: 684
  route.detailed.drc: 0
place:
  place_ws_ns: -6.43
  post_dp_cell_area_mm2: 0.00185
  gp_congestion: 0.706
  dpl.hpwl_um: 2600
  port_buffers: 98
power_and_ir_drop:
  leakagePower_nw: 0.653
  vdd_drop_max_uv: 21.1
  power_density_mw_per_mm2: 54.3
status:
  failed_checks: "setup timing"
  status: "finished with violations"
hold_path:
  hp-class: "primary input to output port"
==> worst min-delay path by stage <==
stage	from	to	slack, ns	depth (start not counted)
after global routing	b[0]	sum[0]	4.65	5
final	b[0]	sum[0]	4.62	5
after CTS	b[0]	sum[0]	4.63	5
==> power by group <==
| part | switching (W) | total (W) | internal (W) |
|---|---|---|---|
| sequential | 0 | 0 | 0 |
| combinational | 0.0000279 | 0.0000957 | 0.0000678 |
| clock | 0 | 0 | 0 |
==> layer usage <==
| layer | up-vias | part of all wire [%] | wire, um |
|---|---|---|---|
| met4 | 0 | 0 | 0 |
| li1 | 312 | - | - |
| met3 | 0 | 24 | 618 |
| met2 | 76 | 32 | 810 |
| met5 | - | 0 | 0 |
| met1 | 296 | 44 | 1140 |
==> cell families (layout without fill, tap and decap cells) <==
logic type                 count (synthesis)  after routing
adders and majority gates                 32             32
buffers and inverters                     42            108
==> layout make-up <==
cell class | count | share of cell area (%)
well taps | 77 | 5.46
multi-input cells | 32 | 40.7
inverters | 10 | 3.12
repair buffers | 98 | 50.7
==> synthesized netlist by cell type (all sizes together) <==
master / count / share of area, %
buf: 32 / 26
inv: 10 / 4.1
fa: 32 / 70
==> timing repair <==
action                                  in CTS  in global routing
hold endpoints to repair                     0                  0
endpoints found under the setup margin      20                 18
buffers inserted                             0                  0
gates resized                               72                  0
pin swaps                                    0                  1
==> per-stage QoR <==
| step | power [W] | hold WS (ns) | cells | util [%] |
|---|---|---|---|---|
| after floorplan | 0.0000584 | 4.11 | 74 | - |
| after global placement | 0.000115 | 4.95 | 217 | 29.1 |
| after detailed placement | 0.000116 | 4.95 | 217 | 29.1 |
| after CTS | 0.0000997 | 4.63 | 217 | 27.8 |
| after global routing | 0.000112 | 4.65 | 217 | 27.8 |
| final | 0.0000957 | 4.62 | 217 | 27.8 |
Power is estimated from default activity; no workload was simulated.
