**/design/flow/run.sh**
```bash
#!/bin/bash
# OpenROAD 26Q1-2900-gdf79404cd8, Yosys 0.63+post, stock flow scripts
make -C /OpenROAD-flow-scripts/flow DESIGN_CONFIG=/design/flow/config.mk WORK_HOME=/design/flow/orfs finish
```
**/design/flow/config.mk**
```make
export PLATFORM = sky130hd
export DESIGN_NAME = wallace_multi
export DESIGN_NICKNAME = wallace_multi
export VERILOG_FILES = /design/flow/design.v
export SDC_FILE = /design/flow/constraint.sdc
export NUM_CORES = 4
export LEC_CHECK = 1
export CORE_UTILIZATION = 40
```
**/design/flow/constraint.sdc**
```tcl
current_design wallace_multi

set clk_period 11.5
set clk_io_pct 0.2

create_clock -name clk0 -period $clk_period [get_ports {clk}]

set non_clock_inputs [all_inputs -no_clocks]
set_input_delay [expr $clk_period * $clk_io_pct] -clock clk0 $non_clock_inputs
set_output_delay [expr $clk_period * $clk_io_pct] -clock clk0 [all_outputs]
```
**/design/flow/design.v**
```verilog
`timescale 1ns / 1ps
module csa_32bit (
    input [31:0] a,
    input [31:0] b, 
    input [31:0] c,
    output [31:0] sum,
    output [31:0] carry
);
    assign sum = a ^ b ^ c;
    assign carry = ((a & b) | (a & c) | (b & c)) << 1;
endmodule
module comp_4to2_32bit (
    input [31:0] w,
    input [31:0] x, 
    input [31:0] y,
    input [31:0] z,
    output [31:0] sum,
    output [31:0] carry );
    wire [31:0] sum1, carry1;
    wire [31:0] sum2, carry2;
    csa_32bit csa1 (.a(w), .b(x), .c(y), .sum(sum1), .carry(carry1));
    csa_32bit csa2 (.a(sum1), .b(z), .c(carry1), .sum(sum2), .carry(carry2));
    assign sum = sum2;
    assign carry = carry2;
endmodule
module wallace_multi (
    input clk,                   
    input rst,                  
    input [15:0] a,             
    input [15:0] b,             
    output reg [31:0] p,         
    output reg done              
);
    reg [15:0] a_reg, b_reg;
    reg stage1_valid;
    always @(posedge clk or negedge rst) begin
        if (!rst) begin
            a_reg <= 0;
            b_reg <= 0;
            stage1_valid <= 0;
        end 
        else begin
            a_reg <= a;
            b_reg <= b;
            stage1_valid <= 1;
        end
    end
    wire [31:0] pp [0:15];
    reg [31:0] pp_reg [0:15];
    genvar i;
    generate
        for (i = 0; i < 16; i = i + 1) begin : pp_gen_loop
            wire [15:0] product_term = a_reg & {16{b_reg[i]}};
            assign pp[i] = product_term << i;
        end
    endgenerate
    reg stage2_valid;
    integer j; 
    always @(posedge clk or negedge rst) begin
        if (!rst) begin
            for (j = 0; j < 16; j = j + 1) begin
                pp_reg[j] <= 32'b0;
            end
            stage2_valid <= 0;
        end else begin
            for (j = 0; j < 16; j = j + 1) begin
                pp_reg[j] <= pp[j];
            end
            stage2_valid <= stage1_valid;
        end
    end
    wire [31:0] sum1_0, carry1_0, sum1_1, carry1_1;
    wire [31:0] sum1_2, carry1_2, sum1_3, carry1_3;
    comp_4to2_32bit comp_stage2_0 (.w(pp_reg[0]), .x(pp_reg[1]), .y(pp_reg[2]), .z(pp_reg[3]), .sum(sum1_0), .carry(carry1_0));
    comp_4to2_32bit comp_stage2_1 (.w(pp_reg[4]), .x(pp_reg[5]), .y(pp_reg[6]), .z(pp_reg[7]), .sum(sum1_1), .carry(carry1_1));
    comp_4to2_32bit comp_stage2_2 (.w(pp_reg[8]), .x(pp_reg[9]), .y(pp_reg[10]), .z(pp_reg[11]), .sum(sum1_2), .carry(carry1_2));
    comp_4to2_32bit comp_stage2_3 (.w(pp_reg[12]), .x(pp_reg[13]), .y(pp_reg[14]), .z(pp_reg[15]), .sum(sum1_3), .carry(carry1_3));
    reg [31:0] sum1_0_reg, sum1_1_reg, sum1_2_reg, sum1_3_reg;
    reg [31:0] carry1_0_reg, carry1_1_reg, carry1_2_reg, carry1_3_reg;
    reg stage3_valid;
    always @(posedge clk or negedge rst) begin
        if (!rst) begin
            sum1_0_reg <= 0; sum1_1_reg <= 0; sum1_2_reg <= 0; sum1_3_reg <= 0;
            carry1_0_reg <= 0; carry1_1_reg <= 0; carry1_2_reg <= 0; carry1_3_reg <= 0;
            stage3_valid <= 0;
        end else begin
            sum1_0_reg <= sum1_0; sum1_1_reg <= sum1_1; sum1_2_reg <= sum1_2; sum1_3_reg <= sum1_3;
            carry1_0_reg <= carry1_0; carry1_1_reg <= carry1_1; carry1_2_reg <= carry1_2; carry1_3_reg <= carry1_3;
            stage3_valid <= stage2_valid;
        end
    end
    wire [31:0] sum2_0, carry2_0, sum2_1, carry2_1;
    comp_4to2_32bit comp_stage3_0 (.w(sum1_0_reg), .x(sum1_1_reg), .y(sum1_2_reg), .z(sum1_3_reg), .sum(sum2_0), .carry(carry2_0));
    comp_4to2_32bit comp_stage3_1 (.w(carry1_0_reg), .x(carry1_1_reg), .y(carry1_2_reg), .z(carry1_3_reg), .sum(sum2_1), .carry(carry2_1));
    reg [31:0] sum2_0_reg, sum2_1_reg;
    reg [31:0] carry2_0_reg, carry2_1_reg;
    reg stage4_valid;
    always @(posedge clk or negedge rst) begin
        if (!rst) begin
            sum2_0_reg <= 0; sum2_1_reg <= 0;
            carry2_0_reg <= 0; carry2_1_reg <= 0; 
            stage4_valid <= 0;
        end else begin
            sum2_0_reg <= sum2_0; sum2_1_reg <= sum2_1;
            carry2_0_reg <= carry2_0; carry2_1_reg <= carry2_1;
            stage4_valid <= stage3_valid;
        end
    end
    wire [31:0] final_sum, final_carry;
    comp_4to2_32bit comp_stage4_0 (.w(sum2_0_reg), .x(sum2_1_reg), .y(carry2_0_reg), .z(carry2_1_reg), .sum(final_sum), .carry(final_carry));
    reg stage5_valid;
    reg [31:0] final_sum_reg, final_carry_reg;
    always @(posedge clk or negedge rst) begin
        if (!rst) begin
            final_sum_reg <= 0; final_carry_reg <= 0;
            stage5_valid <= 0;
        end else begin
            final_sum_reg <= final_sum; final_carry_reg <= final_carry;
            stage5_valid <= stage4_valid;
        end
    end
    wire [31:0] final_product;
    wire final_cout;
    cla_32bit_O_log_n final_cla (
        .x(final_sum_reg),
        .y(final_carry_reg),
        .cin(1'b0),
        .s(final_product),
        .cout(final_cout)
    );
    always @(posedge clk or negedge rst) begin
        if (!rst) begin
            p <= 0;
            done <= 0;
        end else begin
            p <= final_product;
            done <= stage5_valid;
        end
    end
endmodule
module cla_32bit_O_log_n (
    input [31:0] x,
    input [31:0] y,
    input cin,
    output [31:0] s,
    output cout);
    wire [7:0] P_g, G_g;
    wire [8:0] C_block;
    assign C_block[0] = cin;
    genvar i;
    generate
        for (i = 0; i < 8; i = i + 1) begin : block_gen
            cla_4bit_block cla_block (
                .x(x[4*i + 3 : 4*i]),
                .y(y[4*i + 3 : 4*i]),
                .cin(C_block[i]),
                .s(s[4*i + 3 : 4*i]),
                .P_g(P_g[i]),
                .G_g(G_g[i])
            );
            assign C_block[i+1] = G_g[i] | (P_g[i] & C_block[i]);
        end
    endgenerate
    assign cout = C_block[8];
endmodule
module cla_4bit_block (
    input [3:0] x, y,
    input cin,
    output [3:0] s,
    output P_g, G_g
);
    wire [3:0] p, g;
    wire [4:0] c;
    assign p = x ^ y;
    assign g = x & y;
    assign c[0] = cin;
    assign c[1] = g[0] | (p[0] & c[0]);
    assign c[2] = g[1] | (p[1] & c[1]);
    assign c[3] = g[2] | (p[2] & c[2]);
    assign c[4] = g[3] | (p[3] & c[3]);
    assign s = p ^ c[3:0];
    assign P_g = p[0] & p[1] & p[2] & p[3];
    assign G_g = g[3] | (p[3] & g[2]) | (p[3] & p[2] & g[1]) | (p[3] & p[2] & p[1] & g[0]);
endmodule
```
==> ci_impl_report.md <==
### Metrics collected by this job

| Metric | Value |
|---|---|
| Number of warnings the tools reported | 29 |
| Outcome | finished, final reports clean |
| Area occupied by registers | 15640 um2 |
| Total global routing overflow | 0 |
| Minimum setup slack after placement | 6.227 ns |
| Number of instances in the placed design | 2140 |
| CTS H-tree depth | 3 |
| Fraction of final layout cells sized beyond drive strength 1 | 7.440% |
| Y dimension of the die | 243.4 um |
| Number of flops mapped to enable cells by yosys | 0 |
| Clk ins delay skew pair | 0.58 ns |
| X dimension of the die | 243.4 um |
| Flop2flop setup slack | 8.27 ns |
| Count of final max-slew check failures | 0 |
| Critical path startpoint category | input port |
| Count of input and output buffers | 66 |
| Top fanout value on the critical path | 102 |
| Cell repeated most along the worst path | sky130_fd_sc_hd__buf_4 |
| Maximum number of pins on one net before global-route repair | 124 |
| Final RePlAce weighted congestion | 0.7921 |
| Row Count | 88 |
| Sequential element share of the synthesized area | 67.08% |
| Timing startpoint of the critical path | rst |
| Setup repair after global routing missed its margin | no |
| Worst Path Class, Setup | input port to async pin |
| Post-CTS Setup Inserts | 0 |
| Placeable Area | 57700 um2 |
| Total number of yosys warnings | 3 |
| Slew at the pin with the worst max-slew slack | 0.7865 ns |
| Count of hold buffers inserted by post-cts repair | 0 |
| Worst max-slew margin expressed relative to the limit | 47.57% |
| Post-detailed-routing wire length | 37980 um |
| Chip area in the Yosys report | 23320 um2 |
| Clock-pin transition on the worst setup and hold timing paths | 0.06 ns |
| Minimum period implied by the final worst setup slack | 4.520 ns |
| Number of storage elements in the synthesis netlist | 625 |
| DRT antenna net count | 0 |
| Post-synth top area share | 67.08% |
| Post-cts sizing count | 0 |
| Worst endpoint required time | 12.12 ns |
| Die outline area | 59260 um2 |
| Total I/O pin count | 67 |
| Average routed wire per standard cell | 16.83 um |
| Critical-path cell list | buf_8, buf_4, buf_4, buf_4 |
| Distinct lib cells used | 24 |
| Async S/R FF share, synth | 100.0% |
| Clock network fraction of design power | 36.6% |
| Reg-to-reg critical path endpoint | p[23] |
| Depth of the most critical reg-to-reg path | 10 |
| First-pass GRT wire length | 63760 um |
| Switching power of the nets | 0.001490 W |
| Largest voltage drop on the vdd net | 0.09550 mV |
| Crit path capture type | async pin |
| First drt pass iteration count | 5 |
| Static Leakage | 13.07 nW |
| FP Util | 40.41% |
| Cell total in the yosys stat output | 1333 |
| Maximum count of clock buffers along a single path | 3 |
| Delay contributed by the slowest stage of the critical path | 0.73 ns |
| Synthesized instance count | 1333 |
| Clock sinks | 625 |
| Cell taking the most area after synthesis | sky130_fd_sc_hd__dfrtp_1 |
| Most common reg cell | sky130_fd_sc_hd__dfrtp_1 |
| Switching share of power | 25.28% |
| Cell with the largest stage delay on the worst path | sky130_fd_sc_hd__buf_4 |
| FMAX | 221.2 MHz |
| Cell area after technology mapping | 23320 um2 |
| Part of the power in combinational logic | 16.0% |
| Number of max-cap violations | 0 |
| Synth area leaders | sky130_fd_sc_hd__dfrtp_1, sky130_fd_sc_hd__fa_1, sky130_fd_sc_hd__and2_1, sky130_fd_sc_hd__ha_1, sky130_fd_sc_hd__inv_1 |
| Synth-to-Final Area Change | 16.45% |
| Number of failing hold endpoints at the final stage | 0 |
| Drc violations | 0 |
| DP HPWL | 25710 um |
| Sequential cell fraction of total power | 47.4% |
| Detailed-route vias per instance | 4.314 |
| Class of the worst hold path | register to register |
| Total Routing Usage GR | 14.84% |
| Vias | 9737 |
| Crit path arrival time | 5.14 ns |
| Launch point of the worst hold path | sum2_0_reg[0] |
| Final worst path period share | 39.31% |
| Cell with the most instances after synthesis | sky130_fd_sc_hd__dfrtp_1 |
| Synthesized area divided by synthesized cell count | 17.49 um2 |
| Number of fillers in the final layout | 4772 |
| Min-Delay Endpoint | final_sum_reg[0] |
| Drt initial violations | 413 |
| Final worst clock skew | 0.01543 ns |
| Library cell used as clock root buffer | sky130_fd_sc_hd__clkbuf_16 |
| Count of antenna diodes in the layout | 0 |
| Hold-critical path depth | 0 |
| Area of combinational cells with multiple inputs | 7274 um2 |
| Worst flop-to-flop path startpoint | final_carry_reg[7] |
| Number of global-route vias before repair | 11280 |
| Post-Layout Cell Count | 2257 |
| Gate family responsible for the most delay along the worst path | buffers and inverters |
| Total CTS buffers | 66 |
| Top cells by count | sky130_fd_sc_hd__dfrtp_1, sky130_fd_sc_hd__and2_1, sky130_fd_sc_hd__fa_1 |
| Initial antenna violation count | 0 |
| Internal power | 0.004403 W |
| Total of endpoints with negative setup slack in the final report | 0 |
| Power per unit of standard cell area | 217.0 nW/um2 |
| Bufs and invs on worst path | 4 |
| Clock tree from TritonCTS | built |
| Final total negative setup slack | 0 ns |
| Final Worst Setup Slack | 6.980 ns |
worst reg2reg max path: stages, from the launching register on:
cell	delay (ns)
sky130_fd_sc_hd__dfrtp_1	0.36
sky130_fd_sc_hd__ha_1	0.34
sky130_fd_sc_hd__a21oi_1	0.20
sky130_fd_sc_hd__a21oi_1	0.10
sky130_fd_sc_hd__nor2_1	0.34
sky130_fd_sc_hd__o21ai_0	0.26
sky130_fd_sc_hd__a21o_1	0.22
sky130_fd_sc_hd__fa_1	0.38
sky130_fd_sc_hd__fa_1	0.39
sky130_fd_sc_hd__fa_1	0.38
sky130_fd_sc_hd__xor2_1	0.15
how the worst max path moves through the flow:
stage,endpoint,cells after the start
CTS,comp_stage2_1.csa2.b[19],4
global route,comp_stage2_1.csa1.b[18],4
finish,comp_stage2_1.csa1.b[18],4
per-layer routing:
metal  global-route usage, %  up-vias  part of all wire [%]
li1                        -     4303                     -
met1                   24.90     5125                    46
met2                   19.42      252                    42
met3                   6.647       57                   9.8
met4                   2.664        0                   2.1
met5                       0        -                     0
power by group through the flow:
stage / clock network, W / registers, W / logic (W)
finish: 0.00216 / 0.00279 / 0.000944
global route: 0.00231 / 0.00284 / 0.00115
CTS: 0.00222 / 0.00281 / 0.000992
final cells by class:
class                   count  share of cell area, %
repair buffers             74                  2.719
inverters                  75                  1.037
well taps                 765                  3.525
clock inverters            19                  1.000
multi-input cells         601                  26.79
clock buffers              98                  7.323
flip-flops and latches    625                  57.60
metrics by stage:
step	total power (W)	util, %	hold slack (ns)	cell area (um2)
3_3_place_gp	0.003808	43.14	0.3312	24890
5_1_grt	0.006308	47.06	0.3488	27150
3_5_place_dp	0.003823	43.14	0.3347	24890
6_report	0.005893	47.06	0.3422	27150
4_1_cts	0.006019	47.06	0.3435	27150
2_1_floorplan	0.003328	-	0.3312	23320
kinds of logic (layout without fill, tap and decap cells):
group           after synthesis  in the layout  share of synthesized area, %
flops                       625            625                         67.08
fa+ha+maj                   301            301                         23.11
simple gates                274            274                         7.330
buf+inv                     107            266                         1.723
compound gates               17             17                        0.4454
xor+xnor                      8              8                        0.3005
other cells                   1              1                       0.01608
cells in the final DEF (no fill, tap or decap), types with 2 or more instances in the layout:
cell type and count:
sky130_fd_sc_hd__clkdlybuf4s50_1 65, sky130_fd_sc_hd__and4_1 2, sky130_fd_sc_hd__dfrtp_1 625, sky130_fd_sc_hd__bufinv_16 6
sky130_fd_sc_hd__inv_1 75, sky130_fd_sc_hd__and2_1 257, sky130_fd_sc_hd__xor2_1 5, sky130_fd_sc_hd__clkbuf_8 11
sky130_fd_sc_hd__ha_1 85, sky130_fd_sc_hd__a21o_1 3, sky130_fd_sc_hd__a21oi_1 8, sky130_fd_sc_hd__o21ai_0 2
sky130_fd_sc_hd__buf_4 7, sky130_fd_sc_hd__nand4_1 4, sky130_fd_sc_hd__clkinvlp_4 3, sky130_fd_sc_hd__inv_6 3
sky130_fd_sc_hd__clkinv_4 2, sky130_fd_sc_hd__nand3_1 4, sky130_fd_sc_hd__clkinv_2 5, sky130_fd_sc_hd__clkbuf_16 71
sky130_fd_sc_hd__fa_1 216, sky130_fd_sc_hd__xnor2_1 3, sky130_fd_sc_hd__nand2_1 3, sky130_fd_sc_hd__clkbuf_1 16
Power and IR drop assume default switching activity.
